File: /design/flow/run.sh
#!/bin/bash
# OpenROAD 26Q1-2900-gdf79404cd8, Yosys 0.63+post, stock flow scripts
make -C /OpenROAD-flow-scripts/flow DESIGN_CONFIG=/design/flow/config.mk WORK_HOME=/design/flow/orfs finish
File: /design/flow/constraint.sdc
current_design fp16_multiplier

set clk_period 21.7
set clk_io_pct 0.2

create_clock -name clk0 -period $clk_period [get_ports {clk}]

set non_clock_inputs [all_inputs -no_clocks]
set_input_delay [expr $clk_period * $clk_io_pct] -clock clk0 $non_clock_inputs
set_output_delay [expr $clk_period * $clk_io_pct] -clock clk0 [all_outputs]
File: /design/flow/config.mk
export PLATFORM = sky130hd
export DESIGN_NAME = fp16_multiplier
export DESIGN_NICKNAME = fp16_multiplier
export VERILOG_FILES = /design/flow/design.v
export SDC_FILE = /design/flow/constraint.sdc
export NUM_CORES = 4
export LEC_CHECK = 1
export CORE_UTILIZATION = 40
File: /design/flow/design.v
module fp16_multiplier(
  input wire clk,
  input wire [15:0] a,
  input wire [15:0] b,
  output wire [15:0] out
);
  function automatic [21:0] umul22b_11b_x_11b (input reg [10:0] lhs, input reg [10:0] rhs);
    begin
      umul22b_11b_x_11b = lhs * rhs;
    end
  endfunction
  reg [15:0] p0_a;
  reg [15:0] p0_b;
  always @ (posedge clk) begin
    p0_a <= a;
    p0_b <= b;
  end
  wire [4:0] p1_exp_a_comb;
  wire [4:0] p1_exp_b_comb;
  wire p1_eq_869_comb;
  wire p1_eq_870_comb;
  wire p1_leading_a_comb;
  wire [9:0] p1_frac_a_raw_comb;
  wire p1_leading_b_comb;
  wire [9:0] p1_frac_b_raw_comb;
  wire [21:0] p1_frac_mult_comb;
  wire p1_leading_bit_comb;
  wire p1_round_bit_comb;
  wire p1_sticky_bit_comb;
  wire [10:0] p1_frac_adjusted_comb;
  wire p1_guard_bit_comb;
  wire p1_round_condition_comb;
  wire [11:0] p1_frac_adjusted_12_comb;
  wire [11:0] p1_one_12__1_comb;
  wire [11:0] p1_frac_no_of_12_comb;
  wire p1_cond_of_comb;
  wire [5:0] p1_add_910_comb;
  wire [6:0] p1_concat_915_comb;
  wire [1:0] p1_add_920_comb;
  wire [6:0] p1_add_922_comb;
  wire [5:0] p1_add_923_comb;
  wire [10:0] p1_frac_no_of_11_comb;
  wire [10:0] p1_frac_of_shifted_11_comb;
  wire [6:0] p1_add_930_comb;
  wire [7:0] p1_add_931_comb;
  wire [10:0] p1_frac_final_11_comb;
  wire [4:0] p1_exp_out_5_comb;
  wire [31:0] p1_frac_final_32_comb;
  wire [8:0] p1_shift_9_comb;
  wire [31:0] p1_frac_subnormal_32_comb;
  wire p1_eq_950_comb;
  wire p1_eq_951_comb;
  wire p1_eq_952_comb;
  wire p1_eq_953_comb;
  wire p1_sign_comb;
  wire [9:0] p1_frac_out_10_comb;
  wire [9:0] p1_frac_subnormal_comb;
  wire p1_is_zero_a_comb;
  wire p1_is_zero_b_comb;
  wire p1_is_inf_a_chk_comb;
  wire p1_is_inf_b_chk_comb;
  wire p1_is_subnormal_comb;
  wire p1_is_zero_result_comb;
  wire p1_is_inf_result_comb;
  wire p1_sign_a_comb;
  wire p1_sign_b_comb;
  wire p1_is_nan_comb;
  wire p1_is_nan__1_comb;
  wire p1_sign_result_comb;
  wire p1_is_nan_result_comb;
  wire [15:0] p1_concat_986_comb;
  wire [15:0] p1_result_comb;
  assign p1_exp_a_comb = p0_a[14:10];
  assign p1_exp_b_comb = p0_b[14:10];
  assign p1_eq_869_comb = p1_exp_a_comb == 5'h00;
  assign p1_eq_870_comb = p1_exp_b_comb == 5'h00;
  assign p1_leading_a_comb = ~p1_eq_869_comb;
  assign p1_frac_a_raw_comb = p0_a[9:0];
  assign p1_leading_b_comb = ~p1_eq_870_comb;
  assign p1_frac_b_raw_comb = p0_b[9:0];
  assign p1_frac_mult_comb = umul22b_11b_x_11b({p1_leading_a_comb, p1_frac_a_raw_comb}, {p1_leading_b_comb, p1_frac_b_raw_comb});
  assign p1_leading_bit_comb = p1_frac_mult_comb[21];
  assign p1_round_bit_comb = p1_leading_bit_comb ? p1_frac_mult_comb[9] : p1_frac_mult_comb[8];
  assign p1_sticky_bit_comb = p1_frac_mult_comb[7:0] != 8'h00;
  assign p1_frac_adjusted_comb = p1_leading_bit_comb ? p1_frac_mult_comb[21:11] : p1_frac_mult_comb[20:10];
  assign p1_guard_bit_comb = p1_leading_bit_comb ? p1_frac_mult_comb[10] : p1_frac_mult_comb[9];
  assign p1_round_condition_comb = p1_guard_bit_comb & (p1_round_bit_comb | p1_sticky_bit_comb) | p1_guard_bit_comb & ~p1_round_bit_comb & ~p1_sticky_bit_comb & p1_frac_adjusted_comb[0];
  assign p1_frac_adjusted_12_comb = {1'h0, p1_frac_adjusted_comb};
  assign p1_one_12__1_comb = {11'h000, p1_round_condition_comb};
  assign p1_frac_no_of_12_comb = p1_frac_adjusted_12_comb + p1_one_12__1_comb;
  assign p1_cond_of_comb = p1_frac_no_of_12_comb[11];
  assign p1_add_910_comb = {1'h0, p1_exp_a_comb} + {1'h0, p1_exp_b_comb};
  assign p1_concat_915_comb = {1'h0, p1_add_910_comb};
  assign p1_add_920_comb = {1'h0, p1_leading_bit_comb} + {1'h0, p1_cond_of_comb};
  assign p1_add_922_comb = p1_concat_915_comb + {6'h00, p1_leading_bit_comb};
  assign p1_add_923_comb = {5'h00, p1_cond_of_comb} + 6'h31;
  assign p1_frac_no_of_11_comb = p1_frac_no_of_12_comb[10:0];
  assign p1_frac_of_shifted_11_comb = p1_frac_no_of_12_comb[11:1];
  assign p1_add_930_comb = p1_concat_915_comb + {5'h00, p1_add_920_comb};
  assign p1_add_931_comb = {1'h0, p1_add_922_comb} + {{2{p1_add_923_comb[5]}}, p1_add_923_comb};
  assign p1_frac_final_11_comb = p1_cond_of_comb ? p1_frac_of_shifted_11_comb : p1_frac_no_of_11_comb;
  assign p1_exp_out_5_comb = p1_add_931_comb[4:0];
  assign p1_frac_final_32_comb = {21'h00_0000, p1_frac_final_11_comb};
  assign p1_shift_9_comb = 9'h010 - {2'h0, p1_add_930_comb};
  assign p1_frac_subnormal_32_comb = p1_shift_9_comb >= 9'h020 ? 32'h0000_0000 : p1_frac_final_32_comb >> p1_shift_9_comb;
  assign p1_eq_950_comb = p1_frac_a_raw_comb == 10'h000;
  assign p1_eq_951_comb = p1_frac_b_raw_comb == 10'h000;
  assign p1_eq_952_comb = p1_exp_a_comb == 5'h1f;
  assign p1_eq_953_comb = p1_exp_b_comb == 5'h1f;
  assign p1_sign_comb = p1_add_931_comb[7];
  assign p1_frac_out_10_comb = p1_frac_final_11_comb[9:0];
  assign p1_frac_subnormal_comb = p1_frac_subnormal_32_comb[9:0];
  assign p1_is_zero_a_comb = p1_eq_869_comb & p1_eq_950_comb;
  assign p1_is_zero_b_comb = p1_eq_870_comb & p1_eq_951_comb;
  assign p1_is_inf_a_chk_comb = p1_eq_952_comb & p1_eq_950_comb;
  assign p1_is_inf_b_chk_comb = p1_eq_953_comb & p1_eq_951_comb;
  assign p1_is_subnormal_comb = p1_sign_comb | ~((|p1_add_931_comb[7:1]) | p1_add_931_comb[0]);
  assign p1_is_zero_result_comb = p1_is_zero_a_comb | p1_is_zero_b_comb;
  assign p1_is_inf_result_comb = p1_is_inf_a_chk_comb | p1_is_inf_b_chk_comb | ~(p1_sign_comb | ~((|p1_add_931_comb[7:5]) | (&p1_exp_out_5_comb)));
  assign p1_sign_a_comb = p0_a[15];
  assign p1_sign_b_comb = p0_b[15];
  assign p1_is_nan_comb = ~(~p1_eq_952_comb | p1_eq_950_comb);
  assign p1_is_nan__1_comb = ~(~p1_eq_953_comb | p1_eq_951_comb);
  assign p1_sign_result_comb = p1_sign_a_comb ^ p1_sign_b_comb;
  assign p1_is_nan_result_comb = p1_is_nan_comb | p1_is_nan__1_comb | p1_is_inf_a_chk_comb & p1_eq_870_comb & p1_eq_951_comb | p1_eq_869_comb & p1_eq_950_comb & p1_is_inf_b_chk_comb;
  assign p1_concat_986_comb = {p1_sign_result_comb, (p1_is_inf_result_comb ? 15'h7c00 : (p1_is_subnormal_comb ? {5'h00, p1_frac_subnormal_comb} : {p1_exp_out_5_comb, p1_frac_out_10_comb})) & {15{~p1_is_zero_result_comb}}};
  assign p1_result_comb = p1_is_nan_result_comb ? 16'h7e00 : p1_concat_986_comb;
  reg [15:0] p1_result;
  always @ (posedge clk) begin
    p1_result <= p1_result_comb;
  end
  assign out = p1_result;
endmodule
==> out/metrics.cfg <==
[setup_path]
criticalPathCategory = flop to flop
cp_max_fo = 12
arrival_ps = 9420
r2r_slack_ps = 12500
required_ps = 21920
max_stage_delay_ps = 540
crit_slowest_cell = fa_1
reg2reg_depth = 35
startpoint_type = flop
timing.rr.start = p0_b[14]
r2r_end = p1_result[2]
critPathCaptureType = flop

[clock_tree]
cts-root-buf = clkbuf_16
cts.sinks = 48
cts_buffers = 5
post_cts_buffers = 0
cts.htree.levels = 2
cts_tree = yes
clk_pin_slew_ps = 70
cts_resized = 0
cts_max_path_buffers = 2
worstSkewPairLatency_ps = 300
hold_buffers = 0

[drt]
drt_iter0_markers = 292
insertedDiodeCount = 0
viasPerCell = 5.42
wl_microns = 19300
detail_route.wl_per_cell_microns = 16.0
drc = 0
antenna_left = 0
vias = 6564
first_pass_iters = 6

[worst_hold_path]
min_path_type = flop to flop
worstHoldPathCells = 2
hold_start = p0_a[15]
hold_path_end = p1_result[15]

[cells_and_area]
area_growth_pct = 10.5
postLayoutCoreUtil = 0.457
fin_cells = 1210
drive_above_1_share = 0.0663
n_fill_cell = 1882

[yosys]
edf_count = 0
ff_type = dfxtp_1
synthCells = 930
area_leaders = fa_1, dfxtp_1, ha_1
ys_ff = 48
yosysTopAreaCellShare = 0.209
synth_warnings = 1
yosysChipArea_sq_um = 7870
postSynth.asyncResetShare = 0
yosys.area.top_type = fa_1
synth_seq_share = 0.122
yosys_cells = 930
syn_avg_cell_area_sq_um = 8.46
yosysUniqueCellTypes = 94
syn_area_sq_um = 7870

[timing]
finalClockSkew_ps = 6.66
worstMarginPinSlew_ps = 724
finalClockPeriodUsage = 0.424
fmax_ghz = 0.109
hold_violations = 0
rsz0062_at_grt = false
finalSetupViolations = 0
maxSlewHeadroom = 0.516
period_needed_ps = 9200
setup_ws_ps = 12500
tns_ps = 0
drv_slew = 0

[floorplan]
ioPinCount = 49
rows = 50
die.size.y_microns = 142
fp.dieW_microns = 142
core_sq_um = 19000
fp.dieArea_sq_um = 20200
fp_util = 0.414

[grt]
grt.total_usage = 0.213
antenna_found_initial = 0
grt_pass1_vias = 6549
grt_first_pass_wirelength_microns = 33200
grt_start_max_net_pins = 30
grt_remaining_overflow = 0

[placement]
gp_congestion = 0.909
hpwl_microns = 15500
dp_worst_setup_slack_ps = 12600
dp_cells = 1202
io_buffers = 48

[run]
drv_cap = 0
stage_log_warnings = 27

[run_status]
status = complete, no violations

critical path: cells and delay by family, from the launching register on:
family | cells | cell delay [ps]
adders and majority gates | 9 | 3830
buffers and inverters | 6 | 320
AOI/OAI and AO/OA | 7 | 1120
DFF | 1 | 320
and+or+nand+nor | 13 | 3490
layout by cell type, fill, tap and decap left out, drive strengths merged, types with 7 or more instances in the layout:
master / Yosys / layout
a211oi: 12 / 12
a21o: 19 / 19
a21oi: 42 / 42
a31oi: 10 / 10
and2: 74 / 74
and3: 9 / 9
and4: 8 / 8
clkdlybuf4s50: 0 / 48
dfxtp: 48 / 48
fa: 82 / 82
ha: 76 / 76
inv: 128 / 128
mux2: 7 / 7
nand2: 100 / 100
nand3: 18 / 18
nand4: 13 / 13
nor2: 41 / 41
nor3: 23 / 23
nor4: 16 / 16
o211ai: 11 / 11
o21a: 8 / 8
o21ai: 24 / 24
o22ai: 7 / 7
xnor2: 25 / 25
xor2: 13 / 13
logic make-up (layout without fill, tap and decap cells):
logic type               after synthesis  count (layout)  share of synthesized area
adder cells (fa/ha/maj)              158             158                      0.330
flip-flops                            48              48                      0.122
buffers and inverters                168             188                     0.0837
AND/OR/NAND/NOR                      319             319                      0.219
multiplexers                          13              13                     0.0202
XOR/XNOR                              38              38                     0.0452
AND-OR/OR-AND                        186             186                      0.180
cells in the mapped netlist (6+ instances only):
| master | n |
|---|---|
| ha_1 | 76 |
| a211oi_1 | 10 |
| o21ai_0 | 20 |
| a21o_1 | 19 |
| nor2_1 | 40 |
| nor3_1 | 20 |
| dfxtp_1 | 48 |
| and3_1 | 9 |
| nand3_1 | 17 |
| o22ai_1 | 7 |
| clkbuf_1 | 27 |
| fa_1 | 82 |
| and4_1 | 7 |
| o211ai_1 | 9 |
| nand2_1 | 99 |
| a21oi_2 | 10 |
| nor4_1 | 12 |
| a211o_1 | 6 |
| a31oi_1 | 9 |
| o21a_1 | 8 |
| inv_1 | 127 |
| xnor2_1 | 22 |
| buf_2 | 7 |
| and2_1 | 73 |
| a21oi_1 | 32 |
| nand4_1 | 11 |
| xor2_1 | 13 |
final cells by class:
type	instances	area, sq um	share of cell area
Multi-Input combinational cell	714	6250	0.719
Sequential cell	48	961	0.111
Timing Repair Buffer	52	510	0.0588
Inverter	128	480	0.0553
Tap cell	260	325	0.0374
Clock buffer	6	129	0.0148
Clock inverter	2	35.0	0.00403
state kept, by name, indices dropped and copies added, names as in the netlist:
register / flops
p0_a: 16
p0_b: 16
p1_result: 16
worst max path at each step:
| stage | from | end | slack (ps) | depth (start not counted) |
|---|---|---|---|---|
| after CTS | p0_b[14] | p1_result[2] | 12540 | 35 |
| after global routing | p0_b[14] | p1_result[2] | 11860 | 35 |
| final | p0_b[14] | p1_result[2] | 12500 | 35 |
routing by layer:
layer  wire length, microns  GRT usage  share of wire  vias to the layer above
met3                    942     0.0291          0.049                       26
met2                   8870      0.335           0.46                      179
met1                   9230      0.328           0.48                     3135
met5                      0          0              0                        -
met4                    275     0.0306          0.014                        0
li1                       -          -              -                     3224
stage by stage:
step	cell area, sq um	hold WS [ps]
after floorplan	7870	454
after global placement	8520	463
after detailed placement	8520	467
after CTS	8690	491
after global routing	8690	546
final	8690	482
