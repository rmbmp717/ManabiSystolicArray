===== flow/config.mk =====
export PLATFORM = sky130hd
export DESIGN_NAME = data_16x4_module
export DESIGN_NICKNAME = data_16x4_module
export VERILOG_FILES = /design/flow/design.v
export SDC_FILE = /design/flow/constraint.sdc
export NUM_CORES = 4
export LEC_CHECK = 1
export CORE_UTILIZATION = 30

===== flow/run.sh =====
#!/bin/bash
# OpenROAD 26Q1-2900-gdf79404cd8, Yosys 0.63+post, stock flow scripts
make -C /OpenROAD-flow-scripts/flow DESIGN_CONFIG=/design/flow/config.mk WORK_HOME=/design/flow/orfs finish

===== flow/constraint.sdc =====
current_design data_16x4_module

set clk_period 3.2
set clk_io_pct 0.2

create_clock -name clk0 -period $clk_period [get_ports {Clock}]

set non_clock_inputs [all_inputs -no_clocks]
set_input_delay [expr $clk_period * $clk_io_pct] -clock clk0 $non_clock_inputs
set_output_delay [expr $clk_period * $clk_io_pct] -clock clk0 [all_outputs]

===== flow/design.v =====
module data_16x4_module #(
    parameter DATA_WRITE_ADDR = 8'h02
) (
    input  wire         Clock,
    input  wire         rst_n,
    input wire          uart_rw,
    input wire [7:0]    uart_in,
    output reg [15:0]   saved_data0,
    output reg [15:0]   saved_data1,
    output reg [15:0]   saved_data2,
    output reg [15:0]   saved_data3
);
reg uart_rw_reg;
always @(posedge Clock or negedge rst_n) begin
    if (!rst_n) begin
        uart_rw_reg <= 0;
    end else begin
        uart_rw_reg <= uart_rw;
    end
end
assign  uart_en = !uart_rw_reg & uart_rw;
reg [3:0]  state;	
localparam IDLE = 0;
localparam DATA0_WAITING  = 1;
localparam DATA1_WAITING  = 2;
localparam DATA2_WAITING  = 3;
localparam DATA3_WAITING  = 4;
reg [3:0]  sub_state;	
localparam SUB_IDLE   = 0;
localparam WAITING_L  = 1;
localparam WAITING_H  = 2;
always @(posedge Clock or negedge rst_n) begin
    if (!rst_n) begin
        state     <= IDLE;
        sub_state <= SUB_IDLE;
        saved_data0 <= 0;
        saved_data1 <= 0;
        saved_data2 <= 0;
        saved_data3 <= 0;
    end else begin
        case(state)
            IDLE: begin
                if(uart_en & (uart_in==DATA_WRITE_ADDR)) begin
                    state <= DATA0_WAITING;
                    sub_state <= WAITING_L;
                end
            end
            DATA0_WAITING: begin
                if(uart_en) begin
                    if(sub_state==WAITING_L) begin
                        saved_data0[7:0] <= uart_in;
                        sub_state <= WAITING_H;
                    end else begin
                        saved_data0[15:8] <= uart_in;
                        state <= DATA1_WAITING;
                        sub_state <= WAITING_L;
                    end
                end
            end
            DATA1_WAITING: begin
                if(uart_en) begin
                    if(sub_state==WAITING_L) begin
                        saved_data1[7:0] <= uart_in;
                        sub_state <= WAITING_H;
                    end else begin
                        saved_data1[15:8] <= uart_in;
                        state <= DATA2_WAITING;
                        sub_state <= WAITING_L;
                    end
                end
            end
            DATA2_WAITING: begin
                if(uart_en) begin
                    if(sub_state==WAITING_L) begin
                        saved_data2[7:0] <= uart_in;
                        sub_state <= WAITING_H;
                    end else begin
                        saved_data2[15:8] <= uart_in;
                        state <= DATA3_WAITING;
                        sub_state <= WAITING_L;
                    end
                end
            end
            DATA3_WAITING: begin
                if(uart_en) begin
                    if(sub_state==WAITING_L) begin
                        saved_data3[7:0] <= uart_in;
                        sub_state <= WAITING_H;
                    end else begin
                        saved_data3[15:8] <= uart_in;
                        state <= IDLE;
                        sub_state <= WAITING_L;
                    end
                end
            end
        endcase
    end
end
endmodule

==> flow_metrics.tcl <==
# yosys + openroad results
set metrics [dict create \
    outcome "finished clean" \
    fin_setup_tns_ps 0 \
    grt_max_degree 51 \
    final_cells 368 \
    cts-buffers-inserted 9 \
    async_flop_share_pct 100 \
    clockBufferDepth 2 \
    postCtsSetupBuffers 0 \
    fp_util_pct 31.6 \
    grt_pass1_vias 1832 \
    insertion_delay_ps 340 \
    place_congestion 0.710 \
    worstPathMaxFanout 9 \
    rows 34 \
    synth_seq_share_pct 65.1 \
    wl_um 6210 \
    critPathLaunchType "primary input" \
    ys_warn_count 2 \
    die_y_um 98.8 \
    coreArea_mm2 0.00889 \
    drt_iter0_markers 52 \
    clockRootBuffer "clkbuf_8" \
    critical_path_class "primary input to register" \
    antenna_cells 0 \
    drc_errors 0 \
    cpMaxStageDelayCell "or4_4" \
    yosysUniqueCellTypes 26 \
    yosysTopAreaCell "dfrtp_1" \
    crit_required_ps 3410 \
    finClkSkew_ps 13.7 \
    crit_path_max_incr_delay_ps 620 \
    finalHoldViolCount 0 \
    synth_top_flop_cell "dfrtp_1" \
    min_path_type "primary input to asynchronous set/reset pin" \
    grt-ovfl-total 0 \
    warning_count 25 \
    dp_cells 352 \
    cts_sinks 73 \
    die_w_um 98.8 \
    ys_area_mm2 0.00281 \
    arrival_ps 2260 \
    ys_seq_elements 73 \
    antenna_found_initial 0 \
    path_cells "clkdlybuf4s50_1 -> or4_4 -> nor4_4 -> o22ai_1" \
    leakagePower_nw 1.87 \
    dr.pass1.iters 4 \
    postCtsHoldBufs 0 \
    cts.reportedPaths.clkPinSlew_ps 70 \
    track_usage_pct 14.2 \
    vias 1749 \
    tightestPinTransition_ps 620 \
    post-dp-hpwl_um 4150 \
    cts_resized 0 \
    edf_count 0 \
    vias_per_cell 4.75 \
    yosysMostFrequentCell "dfrtp_1" \
    cts_htree_levels 3 \
    cts_tree "yes" \
    end_kind "register" \
    drive_gt1_share_pct 33.5 \
    synth.avg_cell_area_um2 16.3 \
    fmax_mhz 487 \
    ys_cells 173 \
    ant_nets 0 \
    topCellsByArea "dfrtp_1, mux2_2, dfstp_2" \
    io_buffer_count 74 \
    maxSlewHeadroom_pct 58.6 \
    grt_pass1_wl_um 10200 \
    fin_crit_ps 2050 \
    syn_inst 173 \
    io_pins 75 \
    min_period_over_period_pct 64.2 \
    reg2reg_depth 3 \
    area_growth_pct 37.2 \
    power_density_mw_per_mm2 429 \
    syn_area_mm2 0.00281 \
    top_area_share_pct 63.2 \
    rsz0062_at_grt "false" \
    chipArea_mm2 0.00976 \
    drv_slew 0 \
    setup_viol 0 \
    ir_drop_v 0.000257 \
    drv_cap 0 \
    wl_per_cell_um 16.9 \
    synthTopCellsByCount "dfrtp_1, mux2_2, nand2_1" \
]
==> through the flow <==
step / total power, mW / worst slack (ps) / utilization [%] / cell area [um^2] / hold WS [ps]
floorplan: 0.959 / 1540 / - / 2810 / 344
global placement: 1.01 / 762 / 41.3 / 3670 / 481
detailed placement: 1.01 / 766 / 41.3 / 3670 / 483
CTS: 1.69 / 1120 / 43.4 / 3860 / 332
global route: 1.73 / 1000 / 43.4 / 3860 / 368
finish: 1.66 / 1150 / 43.4 / 3860 / 323
==> cell families (layout without fill, tap and decap cells) <==
kind of cell	after synthesis	after routing	share of synthesized area (%)
compound gates	10	10	2.49
buf+inv	5	92	0.845
flops	73	73	65.1
mux	65	65	26.0
simple gates	20	20	5.61
==> metal layers <==
metal  GRT usage (%)  vias to the layer above  routed length, um
met2            22.4                       50               3010
li1                -                      784                  -
met5               0                        -                  0
met3            5.05                        7                418
met1            20.4                      908               2720
met4            1.26                        0                 64
==> cells in the final DEF (no fill, tap or decap), types with 2 or more instances in the layout <==
master / netlist / final
clkbuf_8: 0 / 12
buf_4: 0 / 2
dfstp_2: 2 / 2
nand2_1: 6 / 6
clkbuf_1: 0 / 2
a21o_1: 4 / 4
mux2_2: 63 / 63
dfrtp_1: 71 / 71
nor4_4: 2 / 2
clkdlybuf4s50_1: 0 / 73
and2_1: 3 / 3
==> worst max-delay path, delay by kind of cell <==
kind,cells,cell delay (ps)
compound gates,1,130
simple gates,2,890
buf+inv,1,600
==> worst paths after layout <==
path                                   start              end  slack (ps)
worst min register to register  sub_state[0]     sub_state[0]         490
max in group asynchronous              rst_n   saved_data3[6]        2140
worst max-delay path              uart_in[4]     sub_state[1]        1150
min in group clk0               sub_state[0]     sub_state[0]         490
worst min-delay path                   rst_n   saved_data0[2]         320
worst max register to register  sub_state[2]  saved_data0[10]        1550
==> cell type report <==
class | instances | area, um^2
clock buffers | 14 | 173
clock inverters | 2 | 12.5
flip-flops and latches | 73 | 1830
inverters | 1 | 3.75
fillers | 795 | 5030
well taps | 108 | 135
repair buffers | 75 | 746
multi-input cells | 95 | 958
==> report_power, final <==
part           internal, mW  switching [mW]  leakage, nW  total (mW)
logic                0.0211          0.0394        0.770      0.0605
clock network         0.345           0.320       0.0927       0.665
registers             0.927         0.00322         1.00       0.930
total                  1.29           0.363         1.87        1.66
Power and IR drop assume default switching activity.
