[design/flow/design.v]
module PE (
    input  wire         Clock,
    input  wire         rst_n,
    input  wire         data_clear,
    input  wire         en_b_shift_bottom,
    input  wire         en_shift_right,
    input  wire         en_shift_bottom,
    input  wire [15:0]  b_in,
    input  wire [15:0]  a_in,
    input  wire [15:0]  ps_in,
    output wire [15:0]  a_shift_to_right,
    output wire [15:0]  b_shift_to_bottom,
    output wire [15:0]  partial_sum_to_bottom
);
    reg [15:0] b_reg;                   
    reg [15:0] a_reg;                   
    reg [15:0] ps_reg;                  
    reg [15:0] mul_pipe [0:4];          
    wire [15:0] mul_input;              
    reg [15:0] mul_result;              
    always @(posedge Clock or negedge rst_n) begin
        if (!rst_n) begin
            b_reg <= 16'd0;
        end else if (en_b_shift_bottom) begin
            b_reg <= b_in;
        end 
    end
    assign b_shift_to_bottom = b_reg;
    always @(posedge Clock or negedge rst_n) begin
        if (!rst_n) begin
            a_reg <= 16'd0;
        end else if (data_clear) begin
            a_reg <= 16'd0;
        end else if (en_shift_right) begin
            a_reg <= a_in;
        end
    end
    assign a_shift_to_right = a_reg;
    assign mul_input = a_reg * b_reg;  
    integer i;
    always @(posedge Clock or negedge rst_n) begin
        if (!rst_n) begin
            for (i = 0; i < 5; i=i+1) begin
                mul_pipe[i] <= 16'd0;
            end
        end else if (data_clear) begin
            for (i = 0; i < 5; i=i+1) begin
                mul_pipe[i] <= 16'd0;
            end
        end else begin
            mul_pipe[0] <= mul_input;        
            mul_pipe[1] <= mul_pipe[0];     
            mul_pipe[2] <= mul_pipe[1];     
            mul_pipe[3] <= mul_pipe[2];     
            mul_pipe[4] <= mul_pipe[3];     
        end
    end
    always @(posedge Clock or negedge rst_n) begin
        if (!rst_n) begin
            mul_result <= 16'd0;
        end else if (data_clear) begin
            mul_result <= 16'd0;
        end else begin
            mul_result <= mul_pipe[4];
        end
    end
    always @(posedge Clock or negedge rst_n) begin
        if (!rst_n) begin
            ps_reg <= 16'd0;
        end else if (data_clear) begin
            ps_reg <= 16'd0;
        end else if (en_shift_bottom) begin
            ps_reg <= ps_in + mul_result;
        end
    end
    assign partial_sum_to_bottom = ps_reg;
endmodule
[design/flow/run.sh]
#!/bin/bash
# OpenROAD 26Q1-2900-gdf79404cd8, Yosys 0.63+post, stock flow scripts
make -C /OpenROAD-flow-scripts/flow DESIGN_CONFIG=/design/flow/config.mk WORK_HOME=/design/flow/orfs finish
[design/flow/config.mk]
export PLATFORM = sky130hd
export DESIGN_NAME = PE
export DESIGN_NICKNAME = PE
export VERILOG_FILES = /design/flow/design.v
export SDC_FILE = /design/flow/constraint.sdc
export NUM_CORES = 4
export LEC_CHECK = 1
export CORE_UTILIZATION = 40
[design/flow/constraint.sdc]
current_design PE

set clk_period 7.5
set clk_io_pct 0.2

create_clock -name clk0 -period $clk_period [get_ports {Clock}]

set non_clock_inputs [all_inputs -no_clocks]
set_input_delay [expr $clk_period * $clk_io_pct] -clock clk0 $non_clock_inputs
set_output_delay [expr $clk_period * $clk_io_pct] -clock clk0 [all_outputs]
==> run summary <==
Setup TNS Final: 0 ns
Post-DRT Antenna Nets: 0
largest net degree at the start of global routing: 64
unrepaired setup endpoints after global routing: no
crit-path max FO: 16
RR Startpoint: a_reg[2]
stage-log warning count: 25
chip footprint: 24,200 um2
r2r worst-path depth: 17
Mean Syn Cell Area: 10.7 um2
PortBufs: 101
R2R Setup Slk: 2.06 ns
clk buf depth: 2
Area Growth Syn to Fin: 20.1%
Post-synth EDFFs: 0
GPL Wtd Cong: 0.853
crit path DRT: 7.81 ns
grt met3 use: 4.58%
arrival time at the worst endpoint: 5.74 ns
Clock transition at path regs: 0.07 ns
layout filler cell count: 2,064
synth warn: 2
ant diodes: 0
Clock Sinks: 144
via count: 6,047
gr busiest metal: met2
total track usage: 17.0%
max FFs per register: 80
Most flops, register: mul_pipe
Init Core Util: 41.2%
CTS Root Cell: clkbuf_16
Seq share, synth: 38.2%
Hold WS: 0.452 ns
# hold bufs at CTS: 0
M2 GR Usage: 27.1%
routed wire length: 18,300 um
synthesized area: 9440 um2
layout cells sized above 1: 6.40%
Leak: 5.52 nW
first-pass GRT wire length: 30,900 um
setup repair bufs after CTS: 0
Final HPWL DP: 13,100 um
first-pass iteration count of the detailed router: 4
Pwr per Cell Area: 216 nW/um2
post-cts sizing count: 0
WL per Instance: 14.1 um
initial antenna violation count: 0
critical path class: reg2reg
gr ovfl total: 0
minimum clock period: 5.44 ns
Dominant Register Cell: dfrtp_1
Post-route DRC: 0
Pins Over Slew Limit: 0
Latency at later pin: 0.42 ns
asr flop ratio synth: 100%
H-tree depth: 4
yosys stat area: 9440 um2
VDD IR-drop max: 0.127 mV
Core Area: 22,900 um2
met1 usage: 24.8%
dpl ws: 2.00 ns
measured slew at the worst slew-check pin: 0.788 ns
Crit. End Element: flip-flop
routed vias/inst: 4.66
Final Setup Violations: 0
fin worst setup slack: 2.06 ns
Iteration-0 DRC Markers: 212
row count: 55
vias in the first global route: 6,177
Hold WC Path Type: reg2reg
crit path to: mul_pipe[0][13]
clock skew: 0.0159 ns
RR Endpoint: mul_pipe[0][13]
Chip Height: 156 um
Flops after synth: 144
relative slew slack: 47.3%
Tcrit/Tclk final: 72.5%
yosys cell count: 882
number of buffers created by CTS: 17
Die W: 156 um
io pins: 102
CP startpoint: a_reg[2]
max cap viols: 0
CTS tree: done
Hold Violations, Final: 0
Post-Synthesis Cells: 882
unique cell type count in the Yosys netlist: 42
fmax: 184 MHz
outcome: complete, no violations
CP Launch Type: flip-flop
## cells by family after synthesis
family          synth area share [%]
buf+inv                         5.99
mux                             4.15
flops                           38.2
compound gates                  5.24
fa+ha+maj                       25.7
xor+xnor                        4.78
simple gates                    16.0
## layout make-up
type	instances	area (um2)	area share, %
clock buffers	17	425	3.75
well taps	313	392	3.45
inverters	114	428	3.77
repair buffers	107	1050	9.30
flip-flops and latches	144	3600	31.8
clock inverters	15	164	1.45
multi-input cells	588	5270	46.5
## worst max-delay path, cell delays in order (launching register included)
cell and delay [ns]:
dfrtp_1 0.77, and2_1 0.25, fa_1 0.43, fa_1 0.44, ha_1 0.21, fa_1 0.47
inv_1 0.05, fa_1 0.48, fa_1 0.49, inv_1 0.04, ha_1 0.31, a21oi_1 0.24
a2bb2oi_1 0.19, o31ai_1 0.09, o21ai_0 0.27, nand2b_1 0.09, a21oi_1 0.16, mux2_2 0.34
## per-stage QoR
step | cell area, um2 | std cells | util [%] | power, W
final | 11300 | 1298 | 49.5 | 0.00245
after global routing | 11300 | 1298 | 49.5 | 0.00263
after CTS | 11300 | 1298 | 49.5 | 0.00250
after detailed placement | 10700 | 1266 | 46.9 | 0.00165
after global placement | 10700 | 1266 | 46.9 | 0.00165
after floorplan | 9440 | 882 | - | 0.00142
## metal layers
layer | wire, um | up-vias
met1 | 8110 | 2955
met4 | 308 | 2
met3 | 1110 | 17
met5 | 36 | -
li1 | - | 2922
met2 | 8740 | 151
## power by group
group / switching (W) / internal, W / total [W]
sequential: 0.0000549 / 0.000844 / 0.000899
combinational: 0.000361 / 0.000365 / 0.000725
clock: 0.000381 / 0.000447 / 0.000828
## worst min path at each step
stage	end	cells after the start	from	slack [ns]
finish	mul_pipe[2][13]	1	mul_pipe[1][13]	0.45
global route	mul_pipe[2][13]	1	mul_pipe[1][13]	0.47
CTS	mul_pipe[2][13]	1	mul_pipe[1][13]	0.46
## cells in the final DEF, fill, tap and decap left out, drive strengths merged, types with 5 or more instances in the layout
cell,count
clkdlybuf4s50,99
clkbuf,17
o21ai,10
nor2b,87
a21oi,15
xnor2,35
nor2,41
ha,64
inv,123
and2,68
a22o,8
nand2,76
xor2,14
mux2,17
mux2i,20
fa,81
a21o,11
nand2b,5
dfrtp,144
buf,8
## synth_stat cells (2+ instances only)
| library cell | number | area share, % |
|---|---|---|
| nand2_1 | 76 | 3.0 |
| or2_2 | 2 | 0.13 |
| buf_1 | 3 | 0.12 |
| o21a_1 | 2 | 0.16 |
| and2_1 | 68 | 4.5 |
| buf_2 | 2 | 0.11 |
| or3_1 | 2 | 0.13 |
| ha_1 | 64 | 8.5 |
| a21o_1 | 11 | 0.87 |
| o21ai_0 | 10 | 0.53 |
| a21oi_1 | 15 | 0.80 |
| nor2_1 | 41 | 1.6 |
| clkbuf_1 | 31 | 1.2 |
| nand2b_1 | 5 | 0.33 |
| a22o_1 | 8 | 0.74 |
| o22ai_1 | 2 | 0.13 |
| mux2i_1 | 20 | 2.1 |
| a211oi_1 | 4 | 0.32 |
| o211ai_1 | 4 | 0.32 |
| fa_1 | 81 | 17 |
| nor2b_1 | 87 | 5.8 |
| xor2_1 | 14 | 1.3 |
| o21bai_1 | 2 | 0.16 |
| inv_1 | 114 | 4.5 |
| xnor2_1 | 35 | 3.2 |
| nand3_1 | 4 | 0.21 |
| mux2_2 | 17 | 2.0 |
| dfrtp_1 | 144 | 38 |
No activity file was given, so power comes from the tool's default toggle rates.
